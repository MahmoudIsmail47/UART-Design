**run.sh**
```bash
#!/bin/bash
# OpenROAD 26Q1-2900-gdf79404cd8, Yosys 0.63+post, stock flow scripts
make -C /OpenROAD-flow-scripts/flow DESIGN_CONFIG=/design/flow/config.mk WORK_HOME=/design/flow/orfs finish
```
**config.mk**
```make
export PLATFORM = sky130hd
export DESIGN_NAME = TX_optimized
export DESIGN_NICKNAME = TX_optimized
export VERILOG_FILES = /design/flow/design.v
export SDC_FILE = /design/flow/constraint.sdc
export NUM_CORES = 4
export LEC_CHECK = 1
export CORE_UTILIZATION = 40
```
**constraint.sdc**
```tcl
current_design TX_optimized

set clk_period 33.6
set clk_io_pct 0.2

create_clock -name clk0 -period $clk_period [get_ports {clk}]

set non_clock_inputs [all_inputs -no_clocks]
set_input_delay [expr $clk_period * $clk_io_pct] -clock clk0 $non_clock_inputs
set_output_delay [expr $clk_period * $clk_io_pct] -clock clk0 [all_outputs]
```
**design.v**
```verilog
module TX_optimized (input clk, rst, par_typ, par_en, data_valid, prescale,
    input [7:0] p_data, 
    output reg tx_out, busy);
integer i;
reg [7:0] data_container;
reg [1:0] cs, ns;
wire clk_in;
reg flare;
localparam IDLE = 2'b00, T_PARE = 2'b01, T_PARO = 2'b10, T_NPAR = 2'b11;
OVS ovs (.clk(clk), .prescale(prescale), .clk_out(clk_in));
always @ (posedge clk_in) begin
    if (rst == 1'b0) cs <= IDLE;
    else cs <= ns;
    if (flare) i <= i + 1;
    else i <= 0;
end
always @ (*) begin
    case (cs)
        IDLE: begin
            tx_out = 1'b0;
            busy = 1'b0;
            flare = 0;
            if (data_valid == 1'b1) begin
                data_container = p_data;
                case ({par_en , par_typ})
                    2'b10: ns = T_PARE;
                    2'b11: ns = T_PARO;  
                    default: ns = T_NPAR;
                endcase
            end
            else begin
                ns = IDLE;
            end            
        end
        T_PARE: begin
            flare = 1;
            busy = 1'b1;
            if (i == 0) begin
                tx_out = 1'b0;
                ns = T_PARE;
            end
            else if (i > 0 && i < 9) begin
                tx_out = data_container [i - 1];
                ns = T_PARE;
            end
            else if (i == 9) begin
                tx_out = ^data_container;
                ns = T_PARE;
            end
            else begin
                tx_out = 1'b1;
                ns = IDLE;
            end            
        end
        T_PARO: begin
            busy = 1'b1;
            flare = 1;
            if (i == 0) begin
                tx_out = 1'b0;
                ns = T_PARO;
            end
            else if (i > 0 && i < 9) begin
                tx_out = data_container [i - 1];
                ns = T_PARO;
            end
            else if (i == 9) begin
                tx_out = ~(^data_container);
                ns = T_PARO;
            end
            else begin
                tx_out = 1'b1;
                ns = IDLE;
            end
        end
        T_NPAR: begin
            busy = 1'b1;
            flare = 1;
            if (i == 0) begin
                tx_out = 1'b0;
                ns = T_NPAR;
            end
            else if (i > 0 && i < 9) begin
                tx_out = data_container [i - 1];
                ns = T_NPAR;
            end
            else begin
                tx_out = 1'b1;
                ns = IDLE;
            end
        end
    endcase
end
endmodule
module OVS (input clk, prescale, output reg clk_out);
integer i;
reg flare;
always @ (*) begin
    if (prescale) begin
        flare = 1;
        if (i%4 && i < 4) begin
            clk_out = 1'b1;
        end
        else if (i%7) begin
            clk_out = 1'b0;
            if (i == 6) begin
                flare = 0;
            end
            else begin
                flare = 1;
            end
        end
        else begin
            flare = 0;
            clk_out = clk;
        end
    end
    else begin
        flare = 0;
        clk_out = clk;
    end
end
always @ (posedge clk) begin
    if (flare) begin
        i = i + 1;
    end
    else begin
        i = 1;
    end
end
endmodule
```
==> summary.rpt <==
PLACED DESIGN
-------------------------------------------------------------------------------------------------
Number of I/O port buffers .........................................................           15
Pre-CTS WS .........................................................................     9.334 ns
Area post-placement ................................................................     8869 µm²
Weighted congestion reported at the end of routability-driven placement ............       0.8809
DPL Wire Length ....................................................................     15.24 mm
Number of placed cells counting well taps ..........................................         1342

LOGIC SYNTHESIS
-------------------------------------------------------------------------------------------------
Synth async-reset ratio ............................................................           0%
Number of synthesized flops with an enable pin .....................................            0
Chip area line of the yosys report .................................................     8782 µm²
Most used flip-flop cell ...........................................................      dfxtp_1
Main area contributors ............................................................. dfxtp_1, xor2_1, xnor2_1, nor2_1, nand2_1
Portion of synthesized cell area occupied by the leading cell type .................       15.50%
Instance tally after logic synthesis ...............................................         1108
Post-synthesis instance area .......................................................     8782 µm²
Number of flip-flops and latches in the synthesized netlist ........................           76
Post-synthesis cell count from yosys ...............................................         1108
Count of yosys warnings during synthesis ...........................................            2
Number of distinct library cell variants in the gate-level netlist after synthesis .          114
Mean post-synth cell area ..........................................................    7.926 µm²
Leading area contributor after synthesis ...........................................      dfxtp_1

CTS
-------------------------------------------------------------------------------------------------
Quantity of hold-fixing buffers added after cts ....................................          274
Post-CTS resize count ..............................................................            0
Number of buffers inserted by post-CTS setup repair ................................            0

OUTCOME
-------------------------------------------------------------------------------------------------
Stop stage .........................................................................      4_1_cts
Tool error ......................................................................... [ERROR RSZ-0060] Max buffer count reached.
Outcome ............................................................................ stopped before the end

FINAL TIMING
-------------------------------------------------------------------------------------------------
Count of endpoints without a timing constraint .....................................            8
Number of register pins that no clock reaches ......................................            8

DIE
-------------------------------------------------------------------------------------------------
Vertical die size ..................................................................     150.2 µm
Overall die width ..................................................................     150.2 µm
Num rows ...........................................................................           53
Init Core Util .....................................................................       41.26%
I/O Pins ...........................................................................           16

## cell families after synthesis
logic type	count (synthesis)	share of synthesized area, %
flip-flops	68	15.50
buffers and inverters	84	6.297
adder cells (fa/ha/maj)	12	1.681
latches	8	1.368
AND-OR/OR-AND	369	34.02
XOR/XNOR	132	13.46
AND/OR/NAND/NOR	419	25.45
multiplexers	16	2.222
## Yosys cell counts (20+ instances only)
cell type,number
nand4_1,23
dfxtp_1,68
a21oi_1,35
nand3_1,57
nand2_1,80
and3_1,25
buf_4,20
a211oi_1,21
nor4_1,22
nor2_1,95
o21ai_0,41
xor2_1,70
xnor2_1,60
a21oi_2,31
o211ai_1,20
nor3_1,32
