--- ./run.sh ---
#!/bin/bash
# OpenROAD 26Q1-2900-gdf79404cd8, Yosys 0.63+post, stock flow scripts
make -C /OpenROAD-flow-scripts/flow DESIGN_CONFIG=/design/flow/config.mk WORK_HOME=/design/flow/orfs finish
--- ./config.mk ---
export PLATFORM = sky130hd
export DESIGN_NAME = RX_optimized
export DESIGN_NICKNAME = RX_optimized
export VERILOG_FILES = /design/flow/design.v
export SDC_FILE = /design/flow/constraint.sdc
export NUM_CORES = 4
export LEC_CHECK = 1
export CORE_UTILIZATION = 40
--- ./constraint.sdc ---
current_design RX_optimized

set clk_period 5.2
set clk_io_pct 0.2

create_clock -name clk0 -period $clk_period [get_ports {clk}]

set non_clock_inputs [all_inputs -no_clocks]
set_input_delay [expr $clk_period * $clk_io_pct] -clock clk0 $non_clock_inputs
set_output_delay [expr $clk_period * $clk_io_pct] -clock clk0 [all_outputs]
--- ./design.v ---
module RX_optimized (input clk, rst, par_en, par_typ, rx_in, start,
    output reg [7:0] p_data,
    output reg data_valid, par_error, stop_error);
integer i;
reg [1:0] cs, ns;
reg flare;
localparam IDLE = 2'b00, R_PARE = 2'b01, R_PARO = 2'b10, R_NPAR = 2'b11;
always @ (posedge clk) begin
    if (rst == 1'b0) cs <= IDLE;
    else cs <= ns;
    if (flare) i <= i + 1;
    else i <= 0;
end
always @ (*) begin
    case (cs)
        IDLE: begin
            p_data = 8'b0;
            data_valid = 1'b0;
            par_error = 1'b0;
            stop_error = 1'b0;
            flare = 0;
            if (start) begin
                case ({par_en , par_typ})
                    2'b10: ns = R_PARE;
                    2'b11: ns = R_PARO;
                    default: ns = R_NPAR;
                endcase
            end
            else begin
                ns = IDLE;
            end            
        end
        R_PARE: begin
            p_data = p_data;
            data_valid = data_valid;
            par_error = par_error;
            stop_error = stop_error;
            if (start == 1'b0) begin
                ns = IDLE;
            end
            else if (i == 0) begin
                flare = 1;
                ns = R_PARE;
            end
            else if (i> 0 && i < 9) begin
                p_data[i - 1] = rx_in;
                flare = 1;
                ns = R_PARE;
            end
            else if (i == 9) begin
                if ((^p_data) == rx_in) begin
                    par_error = 1'b0;
                end
                else begin
                    par_error = 1'b1;
                end
                flare = 1;
                ns = R_PARE;
            end
            else begin
                data_valid = 1'b1;
                if (rx_in == 1'b1) begin
                    stop_error = 1'b0;
                end
                else begin
                    stop_error = 1'b1;
                end
                ns = IDLE;
            end
        end
        R_PARO: begin
            p_data = p_data;
            data_valid = data_valid;
            par_error = par_error;
            stop_error = stop_error;
            if (start == 1'b0) begin
                ns = IDLE;
            end
            else if (i == 0) begin
                flare = 1;
                ns = R_PARO;
            end
            else if (i> 0 && i < 9) begin
                p_data[i - 1] = rx_in;
                flare = 1;
                ns = R_PARO;
            end
            else if (i == 9) begin
                if (~(^p_data) == rx_in) begin
                    par_error = 1'b0;
                end
                else begin
                    par_error = 1'b1;
                end
                flare = 1;
                ns = R_PARO;
            end
            else begin
                data_valid = 1'b1;
                if (rx_in == 1'b1) begin
                    stop_error = 1'b0;
                end
                else begin
                    stop_error = 1'b1;
                end
                ns = IDLE;
            end
        end
        R_NPAR: begin
            flare = 1;
            p_data = p_data;
            data_valid = data_valid;
            par_error = 1'b0;
            stop_error = stop_error;
            if (start == 1'b0) begin
                ns = IDLE;
            end
            else if (i == 0) begin
                flare = 1;
                ns = R_PARO;
            end
            else if (i> 0 && i < 9) begin
                p_data[i - 1] = rx_in;
                flare = 1;
                ns = R_PARO;
            end
            else begin
                data_valid = 1'b1;
                if (rx_in == 1'b1) begin
                    stop_error = 1'b0;
                end
                else begin
                    stop_error = 1'b1;
                end
                ns = IDLE;
            end
        end
    endcase
end
endmodule
==> impl_metrics.env <==
# yosys + openroad results
export IMPL_async_flop_share_pct=0
export IMPL_synth_main_ff_cell="dfxtp_1"
export IMPL_period_minus_slack_ns=2.756
export IMPL_syn_cell_area_sq_um=4582
export IMPL_die_h_um=109.0
export IMPL_fillers=1081
export IMPL_skew_ns=0.005515
export IMPL_comb_area_sq_um=3333
export IMPL_die_w_um=109.0
export IMPL_unclocked_regs=12
export IMPL_portBuffers=16
export IMPL_fp_util_pct=41.72
export IMPL_rr_startpoint="i[4]$_SDFF_PN0_"
export IMPL_compound_area_share_pct=14.06
export IMPL_dp_cells=729
export IMPL_vias=4378
export IMPL_yosysUniqueCellTypes=80
export IMPL_timing_reg2reg_setup_slack_ns=2.44
export IMPL_ys_cells=617
export IMPL_tns_ns=0
export IMPL_dr_pass1_iters=5
export IMPL_ys_sh_adder_pct=1.092
export IMPL_grt_max_degree=33
export IMPL_seq_area_sq_um=900.9
export IMPL_worst_r2r_endpoint="i[31]$_SDFF_PN0_"
export IMPL_antennaDiodeCount=0
export IMPL_edf_count=0
export IMPL_untimed_endpoints=23
export IMPL_cts_tree="done"
export IMPL_post_drt_wl_per_cell_um=16.04
export IMPL_power_density_nw_per_um2=129.2
export IMPL_rows=38
export IMPL_max_slew_margin_pct=47.03
export IMPL_status="finished, final reports clean"
export IMPL_yosys_area_sq_um=4582
export IMPL_ir_drop_uv=112.2
export IMPL_maxSlewViolCount=0
export IMPL_cts_root_buf="clkbuf_16"
export IMPL_worstPathMaxFanout=15
export IMPL_cts_buffers=5
export IMPL_critPathCaptureType="flip-flop"
export IMPL_area_growth_pct=4.506
export IMPL_setup_violations_final=0
export IMPL_track_usage_pct=21.31
export IMPL_io_pins=17
export IMPL_antenna_found_initial=0
export IMPL_simple_gate_share_pct=40.31
export IMPL_hp_class="flip-flop to flip-flop"
export IMPL_drc=0
export IMPL_log_warning_count=28
export IMPL_mostFrequentLayoutCells="56 x xnor2_1, 51 x nand2_1, 49 x nor2_1, 36 x dfxtp_1"
export IMPL_cts_reportedPaths_clkPinSlew_ns=0.06
export IMPL_post_cts_resized=0
export IMPL_cts_buffer_depth=2
export IMPL_fmax_ghz=0.3628
export IMPL_drt_vias_per_instance=5.940
export IMPL_syn_inst=617
export IMPL_tightestPinTransition_ns=0.7873
export IMPL_postCtsSetupBuffers=0
export IMPL_yosysWarnings=25
export IMPL_hpwlAfterDp_um=9087
export IMPL_drt_total_wl_um=11820
export IMPL_hold_violations=0
export IMPL_logic_family="simple AND/OR/NAND/NOR gates"
export IMPL_startpoint_type="flip-flop"
export IMPL_lay_top_count="xnor2_1"
export IMPL_mux_area_share_pct=3.140
export IMPL_h_tree_depth=2
export IMPL_setup_worst_path_end="i[31]$_SDFF_PN0_"
export IMPL_core_sq_um=10980
export IMPL_cts_hold_buffers=0
export IMPL_cp_data_required_time_ns=5.41
export IMPL_finalCritPeriodShare_pct=53.01
export IMPL_drtIter0Drc=385
export IMPL_syn_avg_cell_area_sq_um=7.426
export IMPL_synth_flops=48
export IMPL_utilization_pct=43.60
export IMPL_drive_above_1_share_pct=7.370
export IMPL_clkLatencyLatePin_ns=0.29
export IMPL_r2r_cells=8
export IMPL_p_leak_uw=0.001846
export IMPL_final_cell_count_no_fill=737
export IMPL_critPathLaunch="i[4]$_SDFF_PN0_"
export IMPL_grt_first_pass_wirelength_um=19720
export IMPL_chipArea_sq_um=11890
export IMPL_gp_congestion=0.9253
export IMPL_xor_share_pct=14.15
export IMPL_drtAntennaViolNets=0
export IMPL_grt_overflow_total=0
export IMPL_rsz0062_at_grt="no"
export IMPL_drv_cap=0
export IMPL_critPathArrivalTime_ns=2.96
export IMPL_first_global_vias=3935
export IMPL_crit_type="flip-flop to flip-flop"
==> worst min path at each step <==
stage	startpoint	end	slack [ns]	cells past startpoint
6_report	cs[0]$_DFF_P_	cs[3]$_DFF_P_	0.50	1
5_1_grt	cs[0]$_DFF_P_	cs[3]$_DFF_P_	0.53	1
4_1_cts	cs[0]$_DFF_P_	cs[3]$_DFF_P_	0.50	1
==> stage by stage <==
stage                     hold WS [ns]  power [uW]  cell area (sq um)  setup WS, ns
final                           0.5000       618.9               4788         2.444
after global routing            0.5316       640.0               4788         2.163
after CTS                       0.4956       626.5               4788         2.494
after detailed placement        0.4819       324.3               4644         2.555
after global placement          0.4882       324.2               4644         2.625
after floorplan                 0.4661       313.2               4582         2.746
==> cells by family (layout without fill, tap and decap cells) <==
group	count (synthesis)	count (layout)
flops	36	36
xor+xnor	74	74
buf+inv	61	41
compound gates	89	89
fa+ha+maj	4	4
mux	14	14
simple gates	327	327
latches	12	12
==> flip-flops by register name, indices dropped and copies added, names as in the netlist <==
name        cells
cs              4
stop_error      1
p_data          8
i              32
par_error       1
flare           1
data_valid      1
==> critical path, stage by stage (launching register included) <==
cell	delay, ns
dfxtp_1	0.69
nand3_1	0.22
nor3_1	0.31
nand3_1	0.15
nor2_1	0.24
nand3_1	0.17
or2_2	0.34
or3_1	0.35
a21boi_0	0.19
==> power breakdown <==
group	leakage (uW)	internal (uW)	switching, uW
Sequential	0.000383	283	1.59
Combinational	0.00139	14.1	20.0
Clock	0.0000736	177	124
==> area by class of cell <==
class	count	share of cell area [%]
clock inverters	3	0.3920
inverters	14	1.097
repair buffers	19	3.815
flip-flops and latches	48	18.81
well taps	140	3.658
clock buffers	5	2.613
multi-input cells	508	69.61
==> per-layer routing <==
layer / vias up / wire [um] / GRT usage, %
li1: 2190 / - / -
met1: 2060 / 5849 / 31.89
met2: 100 / 5142 / 33.29
met3: 28 / 577 / 2.438
met4: 0 / 251 / 4.440
met5: - / 0 / 0
==> Yosys cell counts, types with 3 or more instances <==
library cell	n	area (sq um)
nand3_1	28	140.1
nand4b_1	3	26.28
or4_1	3	22.52
and3_1	16	100.1
ha_1	4	50.05
nor2b_1	6	37.54
or3_1	15	93.84
o211ai_1	4	30.03
and4_1	3	26.28
nor2_1	49	183.9
a21oi_1	17	85.08
a211oi_1	3	22.52
mux2_2	3	33.78
nand4_1	27	168.9
buf_2	4	20.02
nor4b_1	6	52.55
a211o_1	3	26.28
a31oi_1	9	56.30
clkbuf_1	25	93.84
and2_1	33	206.5
nor3_1	33	165.2
nand3b_1	3	22.52
nand2_1	51	191.4
or2_2	10	62.56
inv_1	13	48.80
xor2_1	18	157.7
a21boi_0	3	22.52
xnor2_1	56	490.5
dlxtn_1	12	180.2
buf_6	9	101.4
buf_4	8	60.06
dfxtp_1	36	720.7
mux2i_1	11	110.1
nor4_1	21	131.4
o21ai_0	14	70.07
No activity file was given, so power comes from the tool's default toggle rates.
